==> /design/flow/design.v <==
`timescale 1ns / 1ps
module clk_div(
    input logic clk_100MHz,
    input logic reset,
    output logic clk_1Hz
    );
logic [31:0] count, countmax;
assign countmax = 50000000;  
always_ff @(posedge clk_100MHz, posedge reset) begin
    if(reset) begin
        clk_1Hz <= 0;
        count <= 0;
    end
    else begin
        if(count == countmax-1) begin
            count <= 0;
            clk_1Hz <= ~clk_1Hz;
        end
        else
            count <= count + 1;
    end
end 
endmodule
`timescale 1ns / 1ps
module counter(
    input logic clock,
    input logic reset,
    input logic [2:0] count_max,
    output logic [2:0] count
    );
always_ff @(posedge clock, posedge reset) begin
    if(reset)
        count <= 0;
    else begin
        if(count == count_max)
            count <= 0;
        else
            count <= count + 1;
    end
end
endmodule
`timescale 1ns / 1ps
module ff(
    input logic clock,
    input logic reset,
    input logic counter_rst,
    output logic reset_ff
    );
always_ff @(posedge clock, posedge reset) begin
    if(reset)
        reset_ff <= 0;
    else
        reset_ff <= counter_rst;
end
endmodule
`timescale 1ns / 1ps
module fsm(
    input logic clk_1Hz,
    input logic reset,
    input logic request,
    input logic [2:0] counter, 
    output logic counter_rst,
    output logic [2:0]counter_max,
    output logic pedestrian_red,
    output logic pedestrian_green,
    output logic pedestrian_blue,
    output logic car_red,
    output logic car_green,
    output logic car_blue
    );
logic [1:0] state, next_state;
localparam Q0 = 2'b00;
localparam Q1 = 2'b01;
localparam Q2 = 2'b10;
localparam Q3 = 2'b11;
always_ff @(posedge clk_1Hz, posedge reset) begin
    if(reset) begin
        state <= Q0;
    end
    else begin
        state <= next_state;
    end
end
always_comb begin
    next_state = state;
    case(state)
        Q0: begin
            if(counter == counter_max)
                next_state = Q1;
        end
        Q1: begin
            if(request)
                next_state = Q2;
            else if(counter == counter_max)
                next_state = Q3;
        end
        Q2: begin
            if(request == 0)
                next_state = Q1;
            else if(counter == counter_max)
                next_state = Q3;
        end
        Q3: begin
            if(counter == counter_max)
                next_state = Q0;
        end
        default:
            next_state = Q0;
    endcase
end
assign counter_rst = (state != next_state);
always_comb begin
    case(state)
        Q0: begin
            car_red = 1;
            car_blue = 0;
            car_green = 0;
            counter_max = 7;
            pedestrian_green = 1;
            pedestrian_red = 0;
            pedestrian_blue = 0;
        end
        Q1: begin
            car_green = 1;
            car_red = 0;
            car_blue = 0;
            pedestrian_green = 0;
            pedestrian_blue = 0;
            pedestrian_red = 1;
            counter_max = 7;
        end
        Q2: begin
            car_green = 1;
            car_red = 0;
            car_blue = 0;
            pedestrian_green = 0;
            pedestrian_blue = 0;
            pedestrian_red = 1;
            counter_max = 3;
        end
        Q3: begin
            car_green = 1;
            car_red = 1;
            car_blue = 0;
            pedestrian_green = 0;
            pedestrian_blue = 0;
            pedestrian_red = 1;
            counter_max = 3;
        end
    endcase
end
endmodule
`timescale 1ns / 1ps
module top(
    input logic clk_100MHz,
    input logic reset,
    input logic request,
    output logic pedestrian_red,
    output logic pedestrian_green,
    output logic pedestrian_blue,
    output logic car_red,
    output logic car_green,
    output logic car_blue
    );
logic clk_1Hz, counter_rst, out_or, out_ff;
logic [2:0] counter_max, counter;
assign out_or = out_ff | reset;
clk_div clk_div_inst(.*);
counter counter_inst(
    .clock(clk_1Hz),
    .reset(out_or),
    .count_max(counter_max),
    .count(counter)
);
ff ff_inst(
    .clock(clk_1Hz),
    .reset(reset),
    .counter_rst(counter_rst),
    .reset_ff(out_ff)
);
fsm fsm_inst(.*);
endmodule
==> /design/flow/run.sh <==
#!/bin/bash
# OpenROAD 26Q1-2900-gdf79404cd8, Yosys 0.63+post, stock flow scripts
make -C /OpenROAD-flow-scripts/flow DESIGN_CONFIG=/design/flow/config.mk WORK_HOME=/design/flow/orfs finish
==> /design/flow/config.mk <==
export PLATFORM = sky130hd
export DESIGN_NAME = top
export DESIGN_NICKNAME = top
export VERILOG_FILES = /design/flow/design.v
export SDC_FILE = /design/flow/constraint.sdc
export NUM_CORES = 4
export LEC_CHECK = 1
export CORE_UTILIZATION = 40
==> /design/flow/constraint.sdc <==
current_design top

set clk_period 4.4
set clk_io_pct 0.2

create_clock -name clk0 -period $clk_period [get_ports {clk_100MHz}]

set non_clock_inputs [all_inputs -no_clocks]
set_input_delay [expr $clk_period * $clk_io_pct] -clock clk0 $non_clock_inputs
set_output_delay [expr $clk_period * $clk_io_pct] -clock clk0 [all_outputs]
==> qor.csv <==
metric;value;unit
place.gp.congestion;0.9049;
clock_path_buffers;2;
holdWs;0.4726;ns
crit_path_start_kind;flip-flop;
timing.setup.critical_path_class;flip-flop to flip-flop;
num_io_pins;9;
cts.root.buffer_cell;sky130_fd_sc_hd__clkbuf_8;
endpoints_left_unconstrained;10;
largest_net_degree_at_the_start_of_global_routing;37;
cts_resized;0;
routed-via-count;1427;
cap_violations;0;
number_of_logged_tool_warnings;28;
cts_buffers;5;
first_iter_violations;88;
final_min_period_over_clock_period;44.81;%
route.antenna.remaining_nets;0;
yosysTopAreaCellShare;47.16;%
post-place-cells;276;
grt_overflow;0;
critical-path-max-stage-delay;0.60;ns
detailedPlace.worstSlack;2.434;ns
floorplan.die_area;5466;um^2
unclocked_regs;6;
post_route_cells_drive_above_1_share;5.991;%
hold_violations;0;
tritoncts_clock_tree;yes;
clkSlewWorstSetupHoldPaths;0.06;ns
post-synth-top-count-cell;sky130_fd_sc_hd__dfrtp_1;
die-height;73.93;um
max_slew.worst_pin.slew;0.5841;ns
synthDistinctLibCells;40;
synth_flop_count;39;
detailedPlacementHpwl;2.368;mm
cpMaxStageDelayCell;sky130_fd_sc_hd__and3_1;
yosys.stat.chipArea;2069;um^2
numPortBuffers;6;
cp_data_arrival_time;2.11;ns
slew_viol_final;0;
cellLeakagePower;0.001031;uW
ir_drop;0.1842;mV
slew_headroom;61.06;%
grt_pass1_wl;6.085;mm
synth_cells;208;
unrepaired_setup_endpoints_after_global_routing;no;
worst-path-max-fanout;15;
routed_via_density;5.025;
fp-utilization;42.68;%
avgRoutedWirePerCell;11.86;um
worst_ep_required_time;4.54;ns
fill_cells;445;
syn2layout_area_growth;9.190;%
fin_util;46.61;%
fin_cells;284;
status;finished, final reports clean;
detail_route.antenna_diodes;0;
cp-end-kind;flip-flop;
fin_setup_tns;0;ns
grt_util_all_layers;14.53;%
core.rowCount;25;
core_area;4848;um^2
worst_clock_skew;0.003660;ns
antenna_found_initial;0;
synth.largest_area_cell;sky130_fd_sc_hd__dfrtp_1;
clkLatencyLatePin;0.28;ns
power_density_of_the_placed_cells;233.3;nW/um^2
cts.htree.levels;2;
postSynthSeqShare;47.16;%
cp_cell_sequence;ha_1 > nand2_1 > nor3_4 > and3_1 > xor2_1;
fin_crit;1.972;ns
crit_cells;5;
routed_wl;3.369;mm
detailedRoute.firstPassIterationCount;4;
worst_hold_path.num_cells;1;
ys_dominant_reg_cell;sky130_fd_sc_hd__dfrtp_1;
yosys-stat-cells;208;
postCtsSetupBuffers;0;
cts_hold_repair.buffers;0;
synthesis.yosys.warnings;4;
achievable-frequency;507.2;MHz
netlist_area;2069;um^2
async_flop_share;100.0;%
drcViolationCount;0;
synth-edff-count;0;
critPathBufInv;0;
top_cells_by_count;39 x sky130_fd_sc_hd__dfrtp_1, 21 x sky130_fd_sc_hd__nor2_1, 17 x sky130_fd_sc_hd__nand2_1, 17 x sky130_fd_sc_hd__xnor2_1, 16 x sky130_fd_sc_hd__nand3_1;
netlist_top_cells_area;sky130_fd_sc_hd__dfrtp_1 47%, sky130_fd_sc_hd__xnor2_1 7.2%, sky130_fd_sc_hd__xor2_1 5.1%;
worstRegToRegCells;5;
syn-mean-instance-area;9.949;um^2
timing.hold.worst.class;flip-flop to flip-flop;
chipWidth;73.93;um
crit_family;simple AND/OR/NAND/NOR gates;
final-setup-viol-count;0;
post-route-worst-setup-slack;2.428;ns
grt_pass1_vias;1354;
==> registers in the layout, indices dropped and copies added, names as in the netlist <==
signal	cells
clk_div_inst.count	32
counter_inst.count	3
clk_div_inst.clk_1Hz	1
ff_inst.reset_ff	1
fsm_inst.state	2
==> routing by layer <==
layer	part of all wire (%)	GRT usage (%)	vias to the layer above	wire length [um]
li1	-	-	730	-
met1	54	24.19	664	1829
met2	41	20.91	25	1369
met3	3.4	3.022	8	113
met4	1.7	1.923	0	57
met5	0	0	-	0
==> metrics by stage <==
step | power, uW | cell area (um^2)
2_1_floorplan | 316.3 | 2073
3_3_place_gp | 320.2 | 2180
3_5_place_dp | 320.2 | 2180
4_1_cts | 536.7 | 2260
5_1_grt | 547.8 | 2260
6_report | 527.2 | 2260
==> worst register-to-register path, stage by stage, from the launching register on <==
cell and delay [ns]:
sky130_fd_sc_hd__dfrtp_1 0.40, sky130_fd_sc_hd__ha_1 0.27, sky130_fd_sc_hd__nand2_1 0.12, sky130_fd_sc_hd__nor3_4 0.33, sky130_fd_sc_hd__and3_1 0.60, sky130_fd_sc_hd__xor2_1 0.12
==> area by class of cell <==
| cell class | instances | area [um^2] | share of cell area (%) |
|---|---|---|---|
| multi-input cells | 152 | 1011 | 44.74 |
| well taps | 67 | 83.83 | 3.710 |
| flip-flops and latches | 39 | 975.9 | 43.19 |
| clock buffers | 8 | 80.08 | 3.544 |
| inverters | 11 | 41.29 | 1.827 |
| repair buffers | 7 | 67.56 | 2.990 |
==> worst paths after layout <==
check / startpoint / endpoint / slack, ns
max: clk_div_inst.count[0]$_DFF_PP0_ / clk_div_inst.clk_1Hz$_DFFE_PP0N_ / 2.43
min reg2reg: clk_div_inst.count[31]$_DFF_PP0_ / clk_div_inst.count[31]$_DFF_PP0_ / 0.47
max in group asynchronous: reset / clk_div_inst.count[5]$_DFF_PP0_ / 3.05
min in group asynchronous: reset / clk_div_inst.count[24]$_DFF_PP0_ / 1.03
max reg2reg: clk_div_inst.count[0]$_DFF_PP0_ / clk_div_inst.clk_1Hz$_DFFE_PP0N_ / 2.43
min: clk_div_inst.count[31]$_DFF_PP0_ / clk_div_inst.count[31]$_DFF_PP0_ / 0.47
==> cell families after synthesis <==
logic type / after synthesis / synth area share (%)
other: 1 / 0.1812
adder cells (fa/ha/maj): 6 / 3.627
XOR/XNOR: 29 / 12.27
flip-flops: 39 / 47.16
AND-OR/OR-AND: 25 / 7.678
buffers and inverters: 18 / 4.172
AND/OR/NAND/NOR: 90 / 24.91
==> power by group <==
| part | switching [uW] | total [uW] | internal, uW | leakage (uW) |
|---|---|---|---|---|
| Sequential | 0 | 303 | 303 | 0.000529 |
| Combinational | 7.82 | 10.5 | 2.71 | 0.000462 |
| Clock | 101 | 213 | 112 | 0.0000395 |
| Total | 109 | 527 | 418 | 0.00103 |
==> cell usage in the layout, fill, tap and decap left out, types with 5 or more instances in the layout <==
| cell | Yosys | layout |
|---|---|---|
| sky130_fd_sc_hd__clkdlybuf4s50_1 | 0 | 6 |
| sky130_fd_sc_hd__dfrtp_1 | 39 | 39 |
| sky130_fd_sc_hd__nor2_1 | 21 | 21 |
| sky130_fd_sc_hd__nand2_1 | 17 | 17 |
| sky130_fd_sc_hd__o21ai_0 | 5 | 5 |
| sky130_fd_sc_hd__inv_1 | 11 | 11 |
| sky130_fd_sc_hd__and3_1 | 6 | 6 |
| sky130_fd_sc_hd__a21oi_1 | 5 | 5 |
| sky130_fd_sc_hd__nand3_1 | 16 | 16 |
| sky130_fd_sc_hd__a31oi_1 | 5 | 5 |
| sky130_fd_sc_hd__clkbuf_8 | 0 | 5 |
| sky130_fd_sc_hd__xnor2_1 | 17 | 17 |
| sky130_fd_sc_hd__xor2_1 | 12 | 12 |
| sky130_fd_sc_hd__nand4_1 | 5 | 5 |
| sky130_fd_sc_hd__ha_1 | 6 | 6 |
No activity file was given, so power comes from the tool's default toggle rates.
